===== /design/flow/config.mk =====
export PLATFORM = sky130hd
export DESIGN_NAME = sram_controller
export DESIGN_NICKNAME = sram_controller
export VERILOG_FILES = /design/flow/design.v
export SDC_FILE = /design/flow/constraint.sdc
export NUM_CORES = 4
export LEC_CHECK = 1
export CORE_UTILIZATION = 30

===== /design/flow/design.v =====
module sram_controller(
    input               clk,
    input               rst,
    input               w_en_in,
    input               r_en_in,
    input       [31:0]  address_in,
    input       [31:0]  write_data_in,
    output reg  [63:0]  read_data_out,
    output              ready_out,
    inout       [15:0]  sram_dq_out,
    output      [17:0]  sram_addr_out,  
    output              sram_ub_n_out,  
    output              sram_lb_n_out,  
    output              sram_we_n_out,  
    output              sram_ce_n_out,  
    output              sram_oe_n_out   
);
    parameter MEMORY_LATENCY = 6;
    localparam CW = $clog2(MEMORY_LATENCY);  
    reg         [CW-1:0] latency_cycle_count;
    wire                memory_access_pending;
    wire        [15:0]  write_data_16bit;
    wire        [16:0]  address_accessed;
    assign {sram_ub_n_out, sram_lb_n_out, sram_ce_n_out, sram_oe_n_out} = 4'b0;
    assign memory_access_pending        =  w_en_in | r_en_in;
    assign ready_out                    = (latency_cycle_count == MEMORY_LATENCY-1);
    assign address_accessed             = address_in[16:0];
    assign sram_addr_out                =
        (w_en_in) ? (
            (latency_cycle_count == 0) ? ({address_accessed, 1'b0}) :
            (latency_cycle_count == 1) ? ({address_accessed, 1'b1}) : (18'bz)
        ) : 
        (r_en_in) ? (
            (latency_cycle_count == 0) ? ({address_accessed[16:1], 1'b0, 1'b0}) :          
            (latency_cycle_count == 1) ? ({address_accessed[16:1], 1'b0, 1'b1}) :          
            (latency_cycle_count == 2) ? ({address_accessed[16:1], 1'b1, 1'b0}) :          
            (latency_cycle_count == 3) ? ({address_accessed[16:1], 1'b1, 1'b1}) : (18'bz)  
        ) : (18'bz);
    assign sram_we_n_out                = ~(((latency_cycle_count == 0) || (latency_cycle_count == 1)) & (w_en_in));
    assign sram_dq_out                  = (w_en_in) ? (write_data_16bit) : 16'bz;
    assign write_data_16bit             =
        ((latency_cycle_count == 0) & (w_en_in)) ? (write_data_in[15:0]) :
        ((latency_cycle_count == 1) & (w_en_in)) ? (write_data_in[31:16]) : 16'bz;
    always @(posedge clk) begin
        if(rst)                                             read_data_out        <= 0;
        else if((latency_cycle_count == 1) & (r_en_in))     read_data_out[15:0]  <= sram_dq_out;  
        else if((latency_cycle_count == 2) & (r_en_in))     read_data_out[31:16] <= sram_dq_out;
        else if((latency_cycle_count == 3) & (r_en_in))     read_data_out[47:32] <= sram_dq_out;  
        else if((latency_cycle_count == 4) & (r_en_in))     read_data_out[63:48] <= sram_dq_out; 
        else                                                read_data_out        <= read_data_out;
    end
    always @(posedge clk) begin
        if(rst)                                                 latency_cycle_count <= 0;
        else if(latency_cycle_count == (MEMORY_LATENCY - 1))    latency_cycle_count <= 0;
        else if(memory_access_pending)                          latency_cycle_count <= latency_cycle_count + 1;
        else                                                    latency_cycle_count <= 0; 
    end
endmodule

===== /design/flow/run.sh =====
#!/bin/bash
# OpenROAD 26Q1-2900-gdf79404cd8, Yosys 0.63+post, stock flow scripts
make -C /OpenROAD-flow-scripts/flow DESIGN_CONFIG=/design/flow/config.mk WORK_HOME=/design/flow/orfs finish

===== /design/flow/constraint.sdc =====
current_design sram_controller

set clk_period 7.5
set clk_io_pct 0.2

create_clock -name clk0 -period $clk_period [get_ports {clk}]

set non_clock_inputs [all_inputs -no_clocks]
set_input_delay [expr $clk_period * $clk_io_pct] -clock clk0 $non_clock_inputs
set_output_delay [expr $clk_period * $clk_io_pct] -clock clk0 [all_outputs]

==> flow_metrics.env <==
# physical design summary
export IMPL_status="finished, final reports clean"
export IMPL_synth_chip_area_mm2=0.003181
export IMPL_critPathMaxFanout=16
export IMPL_area_growth_syn_to_layout_pct=36.55
export IMPL_hold_viol=0
export IMPL_cts_root_buf="clkbuf_8"
export IMPL_max_freq_mhz=207.4
export IMPL_r2r_start="latency_cycle_count[2]"
export IMPL_finalNonFillerCells=536
export IMPL_port_buffers=104
export IMPL_cts_resized=0
export IMPL_drive_gt1_share_pct=17.50
export IMPL_io_pins=172
export IMPL_place_hpwl_um=5760
export IMPL_r2r_end="read_data_out[32]"
export IMPL_worst_slew_pin_slew_ns=0.7202
export IMPL_holdPathEnd="read_data_out[52]"
export IMPL_path_class="in -> out"
export IMPL_final_util_pct=42.07
export IMPL_dp_cells=520
export IMPL_slew_violations=0
export IMPL_die_h_um=105.0
export IMPL_startpoint_type="input port"
export IMPL_cts_tree="done"
export IMPL_antenna_found_initial=0
export IMPL_grt_pass1_wl_um=12680
export IMPL_htree_levels=3
export IMPL_synth_seq_share_pct=42.17
export IMPL_cts_reportedPaths_clkPinSlew_ns=0.07
export IMPL_period_needed_ns=4.822
export IMPL_netlist_instances=319
export IMPL_floorplan_core_util_pct=30.81
export IMPL_grt_pass1_vias=2384
export IMPL_hold_buffers=0
export IMPL_hold_path_class="reg -> reg"
export IMPL_post_route_period_util_pct=64.30
export IMPL_slowest_stage="mux2i_1"
export IMPL_final_cell_mix="clkdlybuf4s50_1, dfxtp_1, nor2_1, a211oi_2, a21oi_1"
export IMPL_avgSynthCellArea_um2=9.970
export IMPL_syn_cell_area_mm2=0.003181
export IMPL_drtIter0Drc=117
export IMPL_yosysWarnings=6
export IMPL_min_path_cells=2
export IMPL_gp_congestion=0.7695
export IMPL_cts_setup_buffers=0
export IMPL_leakage_nw=1.495
export IMPL_grt_start_max_net_pins=41
export IMPL_ant_nets=0
export IMPL_cp_required_ns=6.00
export IMPL_yosys_cells=319
export IMPL_clkLatencyLatePin_ns=0.34
export IMPL_grt_total_usage_pct=14.80
export IMPL_finalWirelength_um=7963
export IMPL_hp_start="read_data_out[52]"
export IMPL_placed_area_mm2=0.004119
export IMPL_ys_async_sr_fraction_pct=0
export IMPL_vdd_drop_max_v=0.0001031
export IMPL_slowest_delay_ns=0.66
export IMPL_overflow=0
export IMPL_drc=0
export IMPL_rr_worst_depth=6
export IMPL_rows=37
export IMPL_clock_skew_ns=0.007449
export IMPL_coreArea_mm2=0.01032
export IMPL_finalSetupTns_ns=0
export IMPL_final_cell_area_mm2=0.004343
export IMPL_rsz0062_at_grt="false"
export IMPL_layout_top_cell="clkdlybuf4s50_1"
export IMPL_cap_viol_max_count=0
export IMPL_die_area_mm2=0.01102
export IMPL_r2r_setup_slack_ns=5.30
export IMPL_wl_per_cell_um=14.86
export IMPL_viasPerCell=4.618
export IMPL_cp_arrival_ns=3.32
export IMPL_setup_viol=0
export IMPL_numCtsBuffers=9
export IMPL_antenna_cells=0
export IMPL_ff_type="dfxtp_1"
export IMPL_tool_warnings=43
export IMPL_end_kind="output pin"
export IMPL_p_per_area_mw_per_mm2=197.3
export IMPL_vias=2475
export IMPL_die_width_um=105.0
export IMPL_cts_sinks=67
export IMPL_cts_buffer_depth=2
export IMPL_numSynthFlops=67
export IMPL_setup_slack_ns=2.678
export IMPL_slew_headroom_pct=51.73
export IMPL_synth_distinct_cells=28
export IMPL_synth_edff_count=0
export IMPL_pre_cts_slack_ns=2.665
export IMPL_drtPass1Iterations=4
export IMPL_worstPathCellList="clkdlybuf4s50_1 > nand3b_4 > mux2i_1 > inv_1"
==> sequential cells by signal, indices dropped and copies added, names as in the netlist <==
signal               flops
latency_cycle_count      3
read_data_out           64
==> routing by layer <==
metal  wire length [um]  share of wire, %  track usage [%]  vias to the layer above
met5                  0                 0                0                        -
met4                159               2.0            3.119                        0
met3                507               6.4            3.748                       15
met2               3243                41            20.29                       87
met1               4052                51            23.74                     1152
li1                   -                 -                -                     1221
==> cell type report <==
type                       count  area [um2]
sequential                    67        1341
timing repair buffer         108        1066
clock buffer                   9       123.9
inverter                      21       78.83
clock inverter                 7       100.1
fill                         963        5981
multi-input combinational    188        1463
tap                          136       170.2
==> worst max-delay path by stage <==
stage | startpoint | end | slack, ns | cells past startpoint
4_1_cts | w_en_in | sram_dq_out[10] | 2.66 | 4
5_1_grt | w_en_in | sram_dq_out[7] | 2.56 | 4
6_report | w_en_in | sram_dq_out[10] | 2.68 | 4
==> kinds of logic (layout without fill, tap and decap cells) <==
kind of cell / count (synthesis) / in the layout / synth area share [%]
AND/OR/NAND/NOR: 80 / 80 / 11.17
other: 1 / 4 / 0.1179
buffers and inverters: 67 / 145 / 12.67
adder cells (fa/ha/maj): 5 / 5 / 1.967
AND-OR/OR-AND: 83 / 83 / 22.93
multiplexers: 16 / 16 / 8.970
flip-flops: 67 / 67 / 42.17
==> synthesized netlist by cell type, types with 2 or more instances <==
cell	instances	area share, %
buf_6	4	1.4
and2_1	3	0.59
a211oi_1	12	2.8
nor2_1	36	4.2
clkbuf_1	11	1.3
a211oi_2	36	14
buf_12	2	1.3
inv_1	21	2.5
a21oi_1	33	5.2
dfxtp_1	67	42
buf_2	8	1.3
nand2_1	32	3.8
buf_4	21	5.0
mux2i_1	6	1.9
mux2i_4	10	7.1
ha_1	5	2.0
==> power by group <==
group / leakage [nW] / internal [mW] / switching [mW]
registers: 0.543 / 0.368 / 0.00706
clock network: 0.114 / 0.189 / 0.152
logic: 0.839 / 0.0725 / 0.0683
total: 1.50 / 0.630 / 0.227
==> worst max-delay path, delay by kind of cell <==
family / cells / cell delay [ns]
AND/OR/NAND/NOR: 1 / 0.46
multiplexers: 1 / 0.66
buffers and inverters: 2 / 0.68
==> metrics by stage <==
stage | power (mW) | hold slack [ns]
finish | 0.8568 | 0.4544
global route | 0.8971 | 0.4797
CTS | 0.8706 | 0.4571
detailed placement | 0.5266 | 0.4454
global placement | 0.5251 | 0.4424
floorplan | 0.4692 | 0.4218
Power figures rest on the tool's default switching activity, not on a simulated workload.
