## ./design.v

```verilog
module forwarding_unit(
    input       [3:0]   exe_src1_in,
    input       [3:0]   exe_src2_in,
    input       [3:0]   mem_wb_reg_dest_in,
    input       [3:0]   wb_wb_reg_dest_in,
    input               use_forwarding_in,
    input               instr_has_src1_in,
    input               instr_has_src2_in,
    input               mem_wb_en_in,
    input               wb_wb_en_in,
    output              sel_normal_src1_out,
    output              sel_normal_src2_out,
    output              sel_mem_src1_out,
    output              sel_mem_src2_out,
    output              sel_wb_src1_out,
    output              sel_wb_src2_out
);
    wire mem_data_dependency_src1;
    wire mem_data_dependency_src2;
    wire wb_data_dependency_src1;
    wire wb_data_dependency_src2;
    assign mem_data_dependency_src1 = (exe_src1_in == mem_wb_reg_dest_in) & (instr_has_src1_in) & (mem_wb_en_in);
    assign mem_data_dependency_src2 = (exe_src2_in == mem_wb_reg_dest_in) & (instr_has_src2_in) & (mem_wb_en_in);
    assign wb_data_dependency_src1  = (exe_src1_in == wb_wb_reg_dest_in) & (instr_has_src1_in) & (wb_wb_en_in);
    assign wb_data_dependency_src2  = (exe_src2_in == wb_wb_reg_dest_in) & (instr_has_src2_in) & (wb_wb_en_in);
    assign sel_mem_src1_out         = (mem_data_dependency_src1) & (use_forwarding_in);
    assign sel_mem_src2_out         = (mem_data_dependency_src2) & (use_forwarding_in);
    assign sel_wb_src1_out          = (wb_data_dependency_src1) & (use_forwarding_in);
    assign sel_wb_src2_out          = (wb_data_dependency_src2) & (use_forwarding_in);
    assign sel_normal_src1_out      =
        (~use_forwarding_in) ? (1'b1) :
        (use_forwarding_in) ? ((~sel_mem_src1_out) & (~sel_wb_src1_out)) : 1'b0;
    assign sel_normal_src2_out      =
        (~use_forwarding_in) ? (1'b1) :
        (use_forwarding_in) ? ((~sel_mem_src2_out) & (~sel_wb_src2_out)) : 1'b0;
endmodule
```

## ./constraint.sdc

```tcl
current_design forwarding_unit

set clk_period 1.9
set clk_io_pct 0.2

create_clock -name clk0 -period $clk_period

set non_clock_inputs [all_inputs -no_clocks]
set_input_delay [expr $clk_period * $clk_io_pct] -clock clk0 $non_clock_inputs
set_output_delay [expr $clk_period * $clk_io_pct] -clock clk0 [all_outputs]
```

## ./config.mk

```make
export PLATFORM = sky130hd
export DESIGN_NAME = forwarding_unit
export DESIGN_NICKNAME = forwarding_unit
export VERILOG_FILES = /design/flow/design.v
export SDC_FILE = /design/flow/constraint.sdc
export NUM_CORES = 4
export LEC_CHECK = 1
export CORE_AREA = 10 10 70 70
export DIE_AREA = 0 0 80 80
```

## ./run.sh

```bash
#!/bin/bash
# OpenROAD 26Q1-2900-gdf79404cd8, Yosys 0.63+post, stock flow scripts
make -C /OpenROAD-flow-scripts/flow DESIGN_CONFIG=/design/flow/config.mk WORK_HOME=/design/flow/orfs finish
```

==> impl_metrics.json <==
{
  "area_growth_pct": 136,
  "core-area_um2": 3420,
  "yosys_cells": 26,
  "worstMarginPinSlew_ps": 271,
  "drive_gt1_share_pct": 26.4,
  "hold_viol_final": 0,
  "ys_types": 5,
  "critical-path-top-delay-family": "buffers and inverters",
  "die_w_um": 80,
  "aoi_share_pct": 0,
  "fp.dieArea_um2": 6400,
  "gp_congestion": 0.787,
  "post-route-period-util_pct": 96.2,
  "grt_pass1_vias": 326,
  "critPathBufInv": 2,
  "yosysMostFrequentCell": "xor2_1",
  "rows": 21,
  "crit_type": "input pin to primary output",
  "grt_setup_unrepaired": "false",
  "critPathRequiredTime_ps": 1520,
  "drv_slew": 0,
  "yosys-stat-area_um2": 223,
  "cp_slowest_cell": "nor4_2",
  "dp.cells": 99,
  "avgSynthCellArea_um2": 8.57,
  "design.seq.count": 0,
  "p_leak_nw": 0.211,
  "pin_count": 27,
  "fill_cells": 405,
  "grt_first_pass_wirelength_mm": 1.76,
  "ys_sh_xor_pct": 62.9,
  "wl_per_cell_um": 11.2,
  "worst_ep_arrival_time_ps": 1450,
  "routed_via_density": 2.97,
  "syn_area_um2": 223,
  "seq_area_frac_synth_pct": 0,
  "hold_class": "input pin to primary output",
  "setup_viol": 0,
  "regArea_um2": 0,
  "layout_setup_ws_ps": 71.6,
  "ctsHoldBuffers": 0,
  "ir_drop_v": 0.0000443,
  "post_cts_buffers": 0,
  "final_cells": 100,
  "worstSetupEndpointType": "primary output",
  "grt_overflow": 0,
  "firstDrtPassIters": 4,
  "fmax_mhz": 547,
  "critPathMaxFanout": 2,
  "top_area_share_pct": 47.2,
  "drtAntennaViolNets": 0,
  "pre_cts_ws_ps": -404,
  "drt-initial-drc-count": 10,
  "die_h_um": 80,
  "drt-total-wl_mm": 1.12,
  "ys_sh_simple_pct": 37.1,
  "ys_top_cells_by_area": "xor2_1 (47%), nor4_2 (22%), xnor2_1 (16%)",
  "antenna_found_initial": 2,
  "grt_max_degree": 5,
  "yosys_warnings": 0,
  "drv_cap": 0,
  "synth_cells": 26,
  "cpPeakStageDelay_ps": 330,
  "crit_path_start_kind": "input pin",
  "yosysTopAreaCell": "xor2_1",
  "warning_count": 32,
  "clockBufferCount": 0,
  "status": "complete, no violations",
  "gr-usage-all-layers_pct": 3.47,
  "crit_path_cell_trace": "clkdlybuf4s15_1, xor2_2, nor4_2, nor2_1, dlygate4sd2_1",
  "power_density_nw_per_um2": 155,
  "common_cells": "xor2_1 (12), nand4_1 (4), nor4_2 (4), xnor2_1 (4), nor2_1 (2)",
  "fin_crit_ps": 1830,
  "synth-adder-area-share_pct": 0,
  "synthMuxAreaShare_pct": 0,
  "fp_util_pct": 6.52,
  "numPortBuffers": 27,
  "ys_top_logic_family": "XOR/XNOR gates",
  "route.detailed.drc": 0,
  "num_vias": 297,
  "max_slew_margin_pct": 81.8
}
-- cells in the final DEF (no fill, tap or decap), types with 2 or more instances in the layout --
cell and count:
nand4_1 4, dlygate4sd2_1 17, clkdlybuf4s15_1 3, nor2_1 2, xor2_1 9, buf_2 3, clkbuf_2 3, nor4_2 4
xnor2_1 4, xor2_2 3
-- stage by stage --
| step | TNS [ps] | hold slack [ps] | util [%] | power [mW] | area (um^2) |
|---|---|---|---|---|---|
| final | 0 | 1310 | 15.4 | 0.0812 | 526 |
| after global routing | 0 | 1360 | 15.3 | 0.0892 | 523 |
| after detailed placement | -2240 | 1740 | 16.1 | 0.0951 | 551 |
| after CTS | 0 | 1330 | 15.3 | 0.0814 | 524 |
| after floorplan | 0 | 855 | - | 0.0311 | 223 |
| after global placement | -2310 | 1740 | 16.1 | 0.0952 | 551 |
-- cell families (layout without fill, tap and decap cells) --
group | after synthesis | in the layout
XOR/XNOR | 16 | 16
AND/OR/NAND/NOR | 10 | 10
buffers and inverters | 0 | 27
other | 0 | 1
-- routing by layer --
metal | vias to the layer above | global-route usage (%) | routed length [um]
li1 | 147 | - | -
met1 | 120 | 5.16 | 532
met2 | 26 | 3.77 | 298
met3 | 2 | 2.84 | 276
met4 | 2 | 0 | 0
met5 | - | 0 | 13
-- area by class of cell --
cell class	instances	area [um^2]	area share (%)
diodes	1	2.50	0.476
well taps	46	57.6	11.0
repair buffers	27	220	41.9
multi-input cells	26	245	46.7
-- report_power, final --
| part | total (mW) | internal (mW) | switching, mW |
|---|---|---|---|
| logic | 0.0812 | 0.0423 | 0.0390 |
| clock network | 0.0000000703 | 0.0000000703 | 0 |
| registers | 0 | 0 | 0 |
-- path summary, 6_finish.rpt --
check                                 from                   to  slack [ps]  cells past startpoint
worst min-delay path  wb_wb_reg_dest_in[2]      sel_wb_src1_out        1310                      5
worst max-delay path        exe_src2_in[1]  sel_normal_src2_out          70                      5
-- timing repair --
action                     4_1_cts  5_1_grt
resized                         41        9
setup endpoints to repair        6        2
pin swaps                       16        7
Power figures rest on the tool's default switching activity, not on a simulated workload.
