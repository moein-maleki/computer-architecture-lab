--- /design/flow/design.v ---
module cache_controller(
    input               clk,
    input               rst,
    input       [31:0]  address_bus_in,
    input       [31:0]  write_data_in,
    input               mem_r_en_in,
    input               mem_w_en_in,
    output      [31:0]  read_data_out,
    output              ready_out,
    input       [63:0]  sram_read_data_in,
    input               sram_ready_in,
    output      [31:0]  sram_addr_out,
    output      [31:0]  sram_write_data_out,
    output              sram_r_en_out,
    output              sram_w_en_out
); 
    integer i;
    reg already_logged_transaction;
    initial begin
        already_logged_transaction <= 0;
    end
    reg         [150:0] cache_ds [63:0];
    wire        [5:0]   address_index;
    wire        [9:0]   address_tag;
    wire                address_word_offset;
    wire                left_valid;
    wire        [9:0]   left_tag;
    wire        [63:0]  left_data_block;
    wire        [31:0]  left_data_block_0;
    wire        [31:0]  left_data_block_1;
    wire                right_valid;
    wire        [9:0]   right_tag;
    wire        [63:0]  right_data_block;
    wire        [31:0]  right_data_block_0;
    wire        [31:0]  right_data_block_1;
    wire                used;
    wire                memory_access_pending;
    wire                hit;
    wire                hit_left_cell;
    wire                hit_right_cell;
    wire        [31:0]  dest_block [1:0];  
    wire                dest_postion;
    assign address_index        = address_bus_in[6:1];
    assign address_tag          = address_bus_in[16:7];
    assign address_word_offset  = address_bus_in[0];
    assign left_valid           = cache_ds[address_index][150];
    assign left_tag             = cache_ds[address_index][149:140];
    assign left_data_block      = cache_ds[address_index][139:76];
    assign left_data_block_0    = cache_ds[address_index][107:76];
    assign left_data_block_1    = cache_ds[address_index][139:108];
    assign right_valid          = cache_ds[address_index][75];
    assign right_tag            = cache_ds[address_index][74:65];
    assign right_data_block     = cache_ds[address_index][64:1];
    assign right_data_block_0   = cache_ds[address_index][32:1];
    assign right_data_block_1   = cache_ds[address_index][64:33];
    assign used                 = cache_ds[address_index][0];
    assign hit_left_cell        = (address_tag == left_tag)  & left_valid;  
    assign hit_right_cell       = (address_tag == right_tag) & right_valid;  
    assign hit                  = (hit_left_cell) | (hit_right_cell);
    assign dest_postion         =
        (hit_left_cell)                 ? (1)  :            
        (hit_right_cell)                ? (0) :            
        (~left_valid)                   ? (1)  :            
        (~right_valid)                  ? (0) :            
        (used == 1) ? (1)  :            
        (used == 0)  ? (0) : (1'bz);    
    assign {dest_block[1], dest_block[0]} =
        (dest_postion == 1)  ? ({left_data_block_1, left_data_block_0}) :
        (dest_postion == 0) ? ({right_data_block_1, right_data_block_0}) : 64'bz;
    assign memory_access_pending        =  mem_w_en_in | mem_r_en_in;
    assign ready_out            = 
        (hit & mem_r_en_in)                                     ? (1'b1) :
        ((hit & mem_w_en_in) | (~hit & memory_access_pending))  ? (~(memory_access_pending ^ sram_ready_in)) : (1'b1) ;
    assign read_data_out        =
        (hit) ? (dest_block[address_word_offset]) :
        (
            (~address_word_offset) ? (sram_read_data_in[31:0]) : (sram_read_data_in[63:32])
        );
    assign sram_r_en_out        = (mem_r_en_in) & (~hit);
    assign sram_w_en_out        = mem_w_en_in;
    assign sram_write_data_out  = write_data_in;
    assign sram_addr_out        = address_bus_in;
    always@(posedge clk) begin
        if(rst) begin
            for (i=0; i<64; i=i+1) begin
                cache_ds[i][150]     <= 0;
                cache_ds[i][75]    <= 0;
            end
        end
        else if(hit) begin
            if(mem_r_en_in) begin
                if(dest_postion == 1) cache_ds[address_index][0] <= 0;
                else                            cache_ds[address_index][0] <= 1;
            end
            else if(mem_w_en_in) begin
                if(dest_postion == 1) begin
                    if(address_word_offset) cache_ds[address_index][139:108] <= write_data_in;
                    else                    cache_ds[address_index][107:76] <= write_data_in;
                end
                else begin
                    if(address_word_offset) cache_ds[address_index][64:33] <= write_data_in;
                    else                    cache_ds[address_index][32:1] <= write_data_in;
                end
            end
        end
        else if(~hit) begin
            if(mem_r_en_in) begin
                if(sram_ready_in) begin
                    if(dest_postion == 1) begin
                        cache_ds[address_index][139:76]  <= sram_read_data_in;
                        cache_ds[address_index][149:140]         <= address_tag;
                        cache_ds[address_index][150]       <= 1;
                        cache_ds[address_index][0]             <= 0;
                    end
                    else begin
                        cache_ds[address_index][64:1] <= sram_read_data_in;
                        cache_ds[address_index][74:65]        <= address_tag;
                        cache_ds[address_index][75]      <= 1;
                        cache_ds[address_index][0]             <= 1;
                    end
                end
            end
            else if(mem_w_en_in) begin
            end
        end
    end
endmodule
--- /design/flow/run.sh ---
#!/bin/bash
# OpenROAD 26Q1-2900-gdf79404cd8, Yosys 0.63+post, stock flow scripts
make -C /OpenROAD-flow-scripts/flow DESIGN_CONFIG=/design/flow/config.mk WORK_HOME=/design/flow/orfs finish
--- /design/flow/config.mk ---
export PLATFORM = sky130hd
export DESIGN_NAME = cache_controller
export DESIGN_NICKNAME = cache_controller
export VERILOG_FILES = /design/flow/design.v
export SDC_FILE = /design/flow/constraint.sdc
export NUM_CORES = 4
export LEC_CHECK = 1
export CORE_UTILIZATION = 50
export SYNTH_MEMORY_MAX_BITS = 65536
--- /design/flow/constraint.sdc ---
current_design cache_controller

set clk_period 252.8
set clk_io_pct 0.2

create_clock -name clk0 -period $clk_period [get_ports {clk}]

set non_clock_inputs [all_inputs -no_clocks]
set_input_delay [expr $clk_period * $clk_io_pct] -clock clk0 $non_clock_inputs
set_output_delay [expr $clk_period * $clk_io_pct] -clock clk0 [all_outputs]
==> results.txt <==
failing checks: antenna violations, max-capacitance violations, max-slew violations
EDFF count, synth: 9,536
Unique cell types: 100
worst path bufs/invs: 9
yosys stat cell total: 20,294
TritonCTS clock tree: built
PwrDens: 7.98 mW/mm^2
Leak: 0.129 uW
FILL cells: 53,219
tool warnings: 42
cell accounting for the most synthesized area: edfxtp_1
Max Fanout on Critical Path: 48
yosys stat area: 0.365 sq mm
Port Buffer Count: 201
Core Box Area: 0.727 sq mm
CTS Buffer Depth: 4
count of final setup violators: 0
Period Utilization, post-route: 0.439
layout cells sized above 1: 0.175
Startpoint Class: primary input
Top Registers: cache_ds (9664)
largest net degree at the start of global routing: 143
clock skew: 123 ps
Fin Hold WS: 457 ps
Logic cell area: 0.0707 sq mm
area share of the largest cell type after synthesis: 0.785
clock slew at reported path FFs: 60 ps
Max H-tree Level: 6
FF+latch count, synth: 9,664
RSZ-0062 raised after global routing: false
crit-path cells: buf_8 > buf_4 > buf_4 > buf_4 > buf_4 > buf_4 > mux4_2 > mux2i_1 > o21ai_1 > nor4_1 > a21oi_1 > nor4_1 > o2111ai_2 > nor4_4 > buf_4 > buf_4 > a21oi_4 > a2111oi_0 > a31oi_1 > clkdlybuf4s50_1
width of the die: 856 um
IO Count: 232
Synth Area per Inst: 18.0 sq um
Vias: 222,822
Post-Syn Instances: 20,294
row cnt: 313
grt total ovfl: 0
routed len/inst: 45.7 um
setup bufs post-CTS: 0
Layout area overhead: 13.8%
asr flop ratio synth: 0
Setup TNS: 0 ps
Crit-path slowest cell: a2111oi_0
crit end category: primary output
number of flip-flops under the largest register name: 9,664
Hold Violations, Final: 0
Slew headroom: -0.0807
crit path time final: 110,970 ps
CTS sink count: 9,664
CTS Hold Bufs: 0
Syn. warnings: 3
initial antenna violation count: 157
Worst Max-Slew Pin Slew: 1600 ps
CP Data Required Time: 202,240 ps
most common logic cells in the final layout: edfxtp_1 (9,536), a22oi_1 (2,201), buf_4 (1,394), clkbuf_16 (940), a221oi_1 (870)
Top reg by flops: cache_ds
CTS Root Cell: clkbuf_16
Worst IR Drop VDD: 0.00862 mV
fp util: 0.502
delay-heaviest family, CP: buffers and inverters
PostCTS Resize Cnt: 0
TritonRoute pass-1 iters: 8
Max Fclk: 0.00901 GHz
vias per cell: 6.95
HP Class: register to register
post-route ant nets: 2
critical path class: primary input to primary output
Commonest Layout Cell: edfxtp_1
chip area: 0.733 sq mm
max incr delay on CP: 760 ps
Worst-Skew Late Latency: 1300 ps
number of global-route vias before repair: 227,473
register area: 0.289 sq mm
status: complete, but fails checks
Routability Congestion: 1.02
DRC: 0
Detailed Place HPWL: 869,000 um
first-pass GRT wire length: 1,950,000 um
final WL: 1,460,000 um
DR iter-0 viols: 20,291
Total Routing Usage GR: 0.444
Synth Flop Type: edfxtp_1
CTS Buf Count: 933
max cap viols: 1
top cells by area: edfxtp_1 (78%), a22oi_1 (4.5%), a221oi_1 (2.1%)
Worst Path Arrival: 60,410 ps
sequential fraction of the synthesis area: 0.792
Max Slew Vio Count: 2
most used cell along the critical path: buf_4
Post-Syn Area: 0.365 sq mm
Die Span Y: 856 um
## report_power, final
part / switching, uW / internal [uW] / total [uW]
Clock: 606 / 735 / 1340
Sequential: 0.250 / 1770 / 1770
Combinational: 155 / 47.0 / 202
## path summary, 6_finish.rpt
kind | from | to | depth (start not counted) | slack [ps]
min reg2reg | cache_ds[13][75]$_SDFFE_PP1P_ | cache_ds[13][75]$_SDFFE_PP1P_ | 2 | 460
max reg2reg | cache_ds[39][72]$_DFFE_PP_ | cache_ds[55][99]$_DFFE_PP_ | 18 | 243460
max | address_bus_in[1] | read_data_out[17] | 20 | 141830
min | cache_ds[13][75]$_SDFFE_PP1P_ | cache_ds[13][75]$_SDFFE_PP1P_ | 2 | 460
## worst min-delay path, stage by stage (launching register included)
cell     delay [ps]
dfxtp_1         310
inv_1            40
o22ai_1          60
## routing by layer
metal | up-vias | wire length [um] | GRT usage
met4 | 374 | 106000 | 0.240
met3 | 4544 | 354000 | 0.457
met2 | 22444 | 594000 | 0.538
met5 | - | 19000 | 0.233
met1 | 108473 | 390000 | 0.462
li1 | 86987 | - | -
## synth_stat cells (63+ instances only)
cell type,instances
mux2i_1,688
a41oi_1,179
buf_4,146
mux2_2,529
edfxtp_1,9536
buf_2,330
nand3_1,90
nor2_1,806
a21oi_1,653
clkbuf_1,673
inv_1,137
a221oi_1,872
nand2_1,441
a22o_1,241
o21ai_0,389
mux4_2,233
nor4_1,127
o22ai_1,321
dfxtp_1,128
a22oi_1,2201
o221ai_1,75
buf_6,63
a31oi_1,225
buf_1,313
nand4_1,255
## logic make-up (layout without fill, tap and decap cells)
kind of cell	Yosys count	after routing	synth area share
multiplexers	1495	1495	0.0513
AND-OR/OR-AND	5474	5474	0.109
AND/OR/NAND/NOR	1980	1980	0.0259
buffers and inverters	1667	3480	0.0211
flip-flops	9664	9664	0.792
XOR/XNOR	14	14	0.000357
other	0	342	0
## through the flow
step | instances | worst slack, ps | util | power [uW] | area (sq um)
2_1_floorplan | 20294 | 148150 | - | 1890 | 365000
3_3_place_gp | 29994 | 141780 | 0.530 | 1990 | 385000
3_5_place_dp | 29994 | 142300 | 0.530 | 1990 | 385000
4_1_cts | 31714 | 142280 | 0.570 | 3300 | 414000
5_1_grt | 31945 | 141790 | 0.571 | 3370 | 415000
6_report | 32056 | 141830 | 0.571 | 3310 | 415000
## layout make-up
type	count	share of cell area
Sequential cell	9664	0.696
Multi-Input combinational cell	8963	0.170
Clock buffer	1189	0.0591
Timing Repair Buffer	1618	0.0315
Tap cell	9607	0.0290
Clock inverter	531	0.0105
Antenna cell	342	0.00206
Inverter	142	0.00137
No activity file was given, so power comes from the tool's default toggle rates.
